==> config.mk <==
export PLATFORM = sky130hd
export DESIGN_NAME = calcJump
export DESIGN_NICKNAME = calcJump
export VERILOG_FILES = /design/flow/design.v
export SDC_FILE = /design/flow/constraint.sdc
export NUM_CORES = 4
export LEC_CHECK = 1
export CORE_UTILIZATION = 30
==> constraint.sdc <==
current_design calcJump

set clk_period 1.0
set clk_io_pct 0.2

create_clock -name clk0 -period $clk_period [get_ports {clk}]

set non_clock_inputs [all_inputs -no_clocks]
set_input_delay [expr $clk_period * $clk_io_pct] -clock clk0 $non_clock_inputs
set_output_delay [expr $clk_period * $clk_io_pct] -clock clk0 [all_outputs]
==> design.v <==
`timescale 1ns / 1ps
module mux2to1(out, a, b, sel);
    output out;
    input a, b, sel;
    wire out1, out2, notb;
    and a1 (out1, a, sel);
    not i1 (notb, sel);
    and a2 (out2, b, notb);
    or o1 (out, out1, out2);
endmodule
`timescale 1ns / 1ps
module calcJump(clk, instruction, pc, jumpAddr);
    input clk;
    input[26:0] instruction;
    input[3:0] pc;
    output[31:0] jumpAddr;
    reg[31:0] t0, t3;
    wire[31:0] t1, t2;
    wire[26:0] instruction;
    always @( posedge clk )
    begin
        t0[31:0] <= {{5{instruction[26]}}, instruction[26:0]};
    end
    sla s0(t1, t0, 32'b0);
    sla s1(t2, t1, 32'b0);
    always @( posedge clk )
    begin
        t3[31:0] <= {pc[3:0], t2[27:0]};
    end
    assign jumpAddr = t3;
endmodule
`timescale 1ns / 1ps
module sla(out, in, b);
    output[31:0] out;
    input[31:0] in, b;
    mux2to1 m0(out[0], 1'b0, in[0], b[0]);
    mux2to1 m1(out[1], in[0], in[1], b[0]);
    mux2to1 m2(out[2], in[1], in[2], b[0]);
    mux2to1 m3(out[3], in[2], in[3], b[0]);
    mux2to1 m4(out[4], in[3], in[4], b[0]);
    mux2to1 m5(out[5], in[4], in[5], b[0]);
    mux2to1 m6(out[6], in[5], in[6], b[0]);
    mux2to1 m7(out[7], in[6], in[7], b[0]);
    mux2to1 m8(out[8], in[7], in[8], b[0]);
    mux2to1 m9(out[9], in[8], in[9], b[0]);
    mux2to1 m10(out[10], in[9], in[10], b[0]);
    mux2to1 m11(out[11], in[10], in[11], b[0]);
    mux2to1 m12(out[12], in[11], in[12], b[0]);
    mux2to1 m13(out[13], in[12], in[13], b[0]);
    mux2to1 m14(out[14], in[13], in[14], b[0]);
    mux2to1 m15(out[15], in[14], in[15], b[0]);
    mux2to1 m16(out[16], in[15], in[16], b[0]);
    mux2to1 m17(out[17], in[16], in[17], b[0]);
    mux2to1 m18(out[18], in[17], in[18], b[0]);
    mux2to1 m19(out[19], in[18], in[19], b[0]);
    mux2to1 m20(out[20], in[19], in[20], b[0]);
    mux2to1 m21(out[21], in[20], in[21], b[0]);
    mux2to1 m22(out[22], in[21], in[22], b[0]);
    mux2to1 m23(out[23], in[22], in[23], b[0]);
    mux2to1 m24(out[24], in[23], in[24], b[0]);
    mux2to1 m25(out[25], in[24], in[25], b[0]);
    mux2to1 m26(out[26], in[25], in[26], b[0]);
    mux2to1 m27(out[27], in[26], in[27], b[0]);
    mux2to1 m28(out[28], in[27], in[28], b[0]);
    mux2to1 m29(out[29], in[28], in[29], b[0]);
    mux2to1 m30(out[30], in[29], in[30], b[0]);
    mux2to1 m31(out[31], in[30], in[31], b[0]);
endmodule
==> run.sh <==
#!/bin/bash
# OpenROAD 26Q1-2900-gdf79404cd8, Yosys 0.63+post, stock flow scripts
make -C /OpenROAD-flow-scripts/flow DESIGN_CONFIG=/design/flow/config.mk WORK_HOME=/design/flow/orfs finish
==> results.ini <==
[outcome]
status = finished clean

[timing]
holdWs_ns = 0.3131
finalHoldViolations = 0
tns_ns = 0
worst_slew_pin_slew_ns = 0.1050
setup-violations-final = 0
finalCritPeriodShare = 0.9478
timing.final.max_slew_violations = 0
fin_worst_skew_ns = 0.003377
max-slew-margin-rel = 0.9300
rsz0062_at_grt = no
fmax_ghz = 1.055
min_period_ns = 0.9478

[setup_path]
start_kind = flip-flop
worstPathRequired_ns = 0.80
worst_r2r_path_depth = 0
rr_startpoint = t0[17]$_DFF_P_
critical-path-top-delay-family = flip-flops
crit_end = jumpAddr[13]
crit_buf_inv = 1
reg2reg_slack_ns = 0.60
crit_chain = buf_2
cp_slowest_cell = dfxtp_2
cp-end-kind = output pin
critical_path_arrival_ns = 0.75
criticalPathCategory = flip-flop to output pin
path_depth = 1
slowest_delay_ns = 0.32
crit_path_start = t3[13]$_DFF_P_
r2r_end = t3[17]$_DFF_P_
crit_fanout = 1

[clock_network]
clkTransAtPathRegs_ns = 0.06
clock-sinks = 58
insertion_delay_ns = 0.32
cts_tree = yes
cts_max_path_buffers = 2
cts_resized = 100
root_buffer = clkbuf_8
post-cts-setup-buffer-count = 0
h-tree-depth = 3
numCtsBuffers = 9
cts_hold_buf = 0

[final_layout]
final_cell_mix = dfxtp_1, buf_2, clkdlybuf4s50_1
syn2layout_area_growth_pct = 64.67
fin_util = 0.5217
logic_gates = 0
layout_top_cell = dfxtp_1
drive_gt1_frac = 0.3796
logic_area_um2 = 0
fillerInstances = 320
final_cell_count_no_fill = 185

[grt]
use_met2 = 0.1447
track_usage = 0.09631
grt-ovfl-total = 0
grt_pass1_vias = 631
antenna_found_initial = 0
use_met1 = 0.1095
grt_pass1_wl_um = 2794
grt_max_degree = 12
grtUsageMet3 = 0.06250
top_usage_layer = met2

[yosys]
ys_warn_count = 1
top_cells_by_area = dfxtp_1, buf_4
synth.distinct_cells = 2
largest_area_cell = dfxtp_1
ys.flops = 58
yosysTopAreaCellShare = 0.9936
syn_inst = 59
synthesis.area_um2 = 1169
avgSynthCellArea_um2 = 19.81
synth-area-yosys_um2 = 1169
ys_cells = 59
ys_seq_share = 0.9936

[detailed_routing]
ant_nets = 0
post-route-drc-count = 0
drtPass1Iterations = 4
routedWlPerCell_um = 9.827
drtIter0Drc = 21
vias = 652
viasPerCell = 3.524
diodes = 0
wirelength_um = 1818

[pwr]
ir_drop_uv = 1815
pwr_density_cell_nw_per_um2 = 2577
p_leak_uw = 0.0008374

[placement]
dpl.hpwl_um = 1177
io_buffers = 63
gp_congestion = 0.6467
dpl.cell_count = 169

[floorplanning]
core_area_um2 = 3689
dieHeight_um = 64.42
chip_area_um2 = 4149
fp-row-count = 22
ios = 64
die_w_um = 64.42
fp_util = 0.3168

[job]
warnings = 25
maxCapViolations = 0

[min_path]
hp-class = input pin to flip-flop

[layer usage]
layer	wire length, um	up-vias
li1	-	327
met1	698	274
met2	803	43
met5	0	-
met3	235	8
met4	82	0
[Yosys cell counts (all sizes together)]
| cell type | number |
|---|---|
| dfxtp | 58 |
| buf | 1 |
[flip-flops by register name, summed over array words and instances, names as in the netlist]
name and count:
t0 27, t3 31
[cell families (layout without fill, tap and decap cells)]
logic type  after synthesis  after routing  share of synthesized area
buf+inv                   1             79                   0.006426
flops                    58             58                     0.9936
[stage by stage]
step	instance area, um2	setup WS, ns	total power (uW)
floorplan	1169	0.4202	2494
global placement	1852	0.03248	2741
detailed placement	1852	0.03069	2744
CTS	1924	0.02415	5052
global route	1924	0.0003777	5195
finish	1924	0.05217	4959
[how the worst min path moves through the flow]
| stage | start | end | slack, ns | depth (start not counted) |
|---|---|---|---|---|
| finish | instruction[18] | t0[18]$_DFF_P_ | 0.31 | 1 |
| global route | instruction[15] | t0[15]$_DFF_P_ | 0.29 | 1 |
| CTS | instruction[5] | t0[5]$_DFF_P_ | 0.29 | 1 |
[cell type report]
class / instances / area (um2) / area share
tap: 48 / 60.06 / 0.03121
sequential: 58 / 1166 / 0.6060
clock buffer: 10 / 137.6 / 0.07152
timing repair buffer: 63 / 470.5 / 0.2445
clock inverter: 6 / 90.09 / 0.04681
[power breakdown]
group / switching (uW) / total [uW] / internal (uW) / leakage [uW]
Sequential: 23.9 / 2460 / 2440 / 0.000489
Clock: 866 / 2330 / 1470 / 0.000101
Combinational: 20.9 / 166 / 145 / 0.000247
No activity file was given, so power comes from the tool's default toggle rates.
